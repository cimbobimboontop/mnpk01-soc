File: /design/flow/config.mk
export PLATFORM = sky130hd
export DESIGN_NAME = programcounter
export DESIGN_NICKNAME = programcounter
export VERILOG_FILES = /design/flow/design.v
export SDC_FILE = /design/flow/constraint.sdc
export NUM_CORES = 4
export LEC_CHECK = 1
export CORE_AREA = 10 10 107 107
export DIE_AREA = 0 0 117 117
File: /design/flow/constraint.sdc
current_design programcounter

set clk_period 2.3
set clk_io_pct 0.2

create_clock -name clk0 -period $clk_period [get_ports {clk}]

set non_clock_inputs [all_inputs -no_clocks]
set_input_delay [expr $clk_period * $clk_io_pct] -clock clk0 $non_clock_inputs
set_output_delay [expr $clk_period * $clk_io_pct] -clock clk0 [all_outputs]
File: /design/flow/design.v
module programcounter (
    input clk,
    input rst,
    input pc_inc,
    input pc_load,
    input [15:0] d_in,
    output reg [15:0] pc
);
    always @(posedge clk or posedge rst) begin
        if (rst) begin
            pc <= 16'h0;
        end else begin
        if(pc_inc) begin
            pc <= pc + 16'h1;
        end
        else if(pc_load)begin
            pc <= d_in;
        end
    end
    end
endmodule
File: /design/flow/run.sh
#!/bin/bash
# OpenROAD 26Q1-2900-gdf79404cd8, Yosys 0.63+post, stock flow scripts
make -C /OpenROAD-flow-scripts/flow DESIGN_CONFIG=/design/flow/config.mk WORK_HOME=/design/flow/orfs finish
==> out/results.env <==
ASYNC_FLOP_SHARE=1.00
LAYOUT_WORST_PATH_CYCLE_SHARE=0.758
PATH_CLK_SLEW_NS=0.07
LEAKAGEPOWER_nW=0.565
ROWS=35
RELSLEWSLACK=0.580
VIA_PER_INST=3.90
PRECTSSETUPSLACK_NS=0.303
DIEAREA_UM2=13700
CRITICAL_PATH_CLASS='input pin to register'
WORST_PATH_MAX_DELAY_CELL='sky130_fd_sc_hd__clkdlybuf4s50_1'
CTSHOLDBUFFERS=0
CRITICAL_PATH_ARRIVAL_NS=1.89
AREA_SHARE_OF_THE_LARGEST_CELL_TYPE_AFTER_SYNTHESIS=0.392
FINAL_DESIGN_AREA_NO_FILL_UM2=1550
FINALSETUPTNS_NS=0
SYNTH.FF_LATCH_COUNT=16
GRT_ANTENNA_BEFORE_REPAIR=0
MAX-CAP-VIOLATIONS=0
POSTCTSSETUPREPAIRBUFS=0
GRT_FIRST_PASS_WIRELENGTH_UM=5550
DIE_Y_UM=117
GRT_USE_MET1=0.0746
WORST_EP_REQUIRED_TIME_NS=2.45
YOSYSWARNINGCOUNT=1
POWER.SHARE.SWITCHING=0.310
COMB_POWER_SHARE=0.315
DELAY_HEAVIEST_FAMILY_CP='buffers and inverters'
LAYOUT_SETUP_WS_NS=0.557
YS_SEQ_SHARE=0.392
LARGEST-REGISTER='pc'
MAXSLEWVIOLCOUNT=0
FINAL_HOLD_VIOLATING_ENDPOINTS=0
FIN_WORST_SKEW_NS=0.00598
COUNT_OF_FLIP_FLOPS_WITH_A_BUILT_IN_ENABLE_AFTER_SYNTHESIS=0
FLOORPLAN.DIE.WIDTH_UM=117
YS_TYPES=36
POST_SYNTH_INST_COUNT=111
WORSTPATHBUFFERINVERTERCOUNT=2
PORTS=36
TOP_CELLS_BY_COUNT='sky130_fd_sc_hd__dfrtp_1 (16), sky130_fd_sc_hd__nor2_1 (13), sky130_fd_sc_hd__nand2_1 (8), sky130_fd_sc_hd__a21oi_1 (7)'
MAX_FREQ_MHz=574
NETLIST_AREA_UM2=1020
CTS_MAX_PATH_BUFFERS=2
SWITCHING_POWER_mW=0.297
WORST_R2R_STARTPOINT='pc[0]'
SETUP_REPAIR_AFTER_GLOBAL_ROUTING_MISSED_ITS_MARGIN='false'
CRITICAL_PATH.ENDPOINT_TYPE='register'
GP_CONGESTION=0.849
POWER_PER_CELL_AREA_nW_PER_UM2=617
DRT-PASS1-ITER-COUNT=4
FINAL_SETUP_VIOLS=0
NUMCLOCKSINKS=16
FINAL_LAYOUT_SIZE_SUFFIX_GT1_FRAC=0.116
GLOBALROUTEMET2UTIL=0.0742
GLOBALROUTE.TOTALOVERFLOW=0
TIMING.CRITICAL_PATH.FROM_TYPE='input pin'
YOSYSMOSTFREQUENTCELL='sky130_fd_sc_hd__dfrtp_1'
TOPCELLSBYAREA='sky130_fd_sc_hd__dfrtp_1 (39%), sky130_fd_sc_hd__nor2_1 (4.8%), sky130_fd_sc_hd__a211oi_1 (3.7%), sky130_fd_sc_hd__a21oi_1 (3.4%), sky130_fd_sc_hd__a311oi_1 (3.4%)'
AVGROUTEDWIREPERCELL_UM=13.6
ROUTED_WIRELENGTH_UM=3510
WORSTPATHCELLLIST='clkdlybuf4s50_1 -> inv_1 -> nand2_1 -> nor2_1 -> a311oi_1'
TOP_USAGE_LAYER='met1'
SHARE_SEQ_OF_TOTAL_POWER=0.419
TOOL_WARNING_COUNT=25
NUMCTSBUFFERS=3
OVERALL_FRACTION_OF_GLOBAL_ROUTE_TRACKS_IN_USE=0.0518
WORST_SETUP_PATH_STARTPOINT='pc_inc'
REG_TOP3='pc (16)'
SYN_TO_FINAL_GROWTH_PCT=51.9
YOSYS_AREA_UM2=1020
GRTUSAGEMET3=0.0222
LARGEST_REGISTER_FFS=16
ANTENNA_VIOLATING_NETS_POST_ROUTE=0
POST_SYNTH.CELL_AREA_AVG_UM2=9.21
POWER.SHARE.CLOCK=0.265
CTS_RESIZES=0
ANTENNA-DIODE-COUNT=0
P_TOTAL_mW=0.958
DOMINANTREGCELLSYNTH='sky130_fd_sc_hd__dfrtp_1'
FIRST_GLOBAL_VIAS=1007
TIMING.HOLD.WORST.CLASS='input pin to asynchronous set/reset pin'
YOSYS.AREA.TOP_TYPE='sky130_fd_sc_hd__dfrtp_1'
INITCOREUTIL=0.111
POWER.IR.VDD_WORST_mV=0.183
GRT_START_MAX_NET_PINS=19
BUFFER_PORTS.INSERTED=35
MIN_TCLK_POST_ROUTE_NS=1.74
INITIALDRTVIOLATIONCOUNT=90
WORST-SLEW-PIN-TRANSITION_NS=0.629
CTS_TREE='yes'
POSTPLACECELLAREA_UM2=1500
STATUS='finished clean'
WORSTSKEWPAIRLATENCY_NS=0.25
YOSYSCELLCOUNT=111
WORST-PATH-MAX-FANOUT=11
VIAS=1007
P_INT_mW=0.661
CTSROOTBUFFERMASTER='sky130_fd_sc_hd__clkbuf_8'
DRC_ERRORS=0
MAX_STAGE_DELAY_NS=0.61
DP.FINAL_HPWL_UM=2850
CTSHTREEMAXLEVEL=1
PLACEABLECOREAREA_UM2=9200
## power groups by stage
stage	combinational, mW	sequential, mW	clock, mW
after CTS	0.311	0.403	0.263
after global routing	0.338	0.415	0.272
final	0.302	0.402	0.254
## kinds of logic after synthesis
group           after synthesis  synth area share
compound gates               29             0.202
fa+ha+maj                     1            0.0122
flops                        16             0.392
xor+xnor                      3            0.0257
mux                           2            0.0196
buf+inv                       9            0.0465
simple gates                 51             0.302
## metal layers
layer,vias to the layer above,wire [µm]
li1,488,-
met1,478,1680
met2,39,1500
met3,2,313
met4,0,11
met5,-,0
## worst reg2reg max path, stage by stage (launching register included)
cell	delay [ns]
sky130_fd_sc_hd__dfrtp_1	0.46
sky130_fd_sc_hd__ha_1	0.24
sky130_fd_sc_hd__nand3_2	0.17
sky130_fd_sc_hd__nor3_2	0.35
sky130_fd_sc_hd__and4_1	0.25
sky130_fd_sc_hd__nor3_1	0.05
## layout by cell type, fill, tap and decap left out, drive strengths merged, types with 2 or more instances in the layout
master and instances:
inv 3, a211oi 5, and4 6, o21ai 3, nor3 4, nand2 9, a311oi 4, xor2 2
and3 3, buf 3, nand3 5, clkdlybuf4s50 35, clkbuf 4, nand4 3, a21oi 7, mux2i 2
nor2 13, o22ai 4, nor2b 3, dfrtp 16, o32ai 2, and2 2
## worst paths after layout
check                          to  slack (ns)  depth (start not counted)
setup / recovery            pc[5]        0.56                          5
hold / removal              pc[0]        0.58                          2
setup reg to reg           pc[14]        0.66                          5
hold reg to reg             pc[2]        0.59                          1
max in group asynchronous  pc[11]        1.31                          2
min in group clk0           pc[2]        0.59                          1
## cell type report
| type | count | area [µm²] |
|---|---|---|
| clock buffer | 4 | 55.1 |
| fill | 1042 | 7640 |
| inverter | 3 | 11.3 |
| multi-input combinational | 86 | 574 |
| sequential | 16 | 400 |
| tap | 111 | 139 |
| timing repair buffer | 38 | 373 |
## per-stage QoR
step                std cells  utilization  hold WS, ns
floorplan                 111            -        0.374
global placement          254        0.163        0.568
detailed placement        254        0.163        0.577
CTS                       258        0.169        0.596
global route              258        0.169        0.646
finish                    258        0.169        0.583
Power and IR drop assume default switching activity.
