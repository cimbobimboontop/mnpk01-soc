==> flow/design.v <==
module alu (
    input [7:0] a,
    input [7:0] b,
    input [3:0] op,
    output reg [7:0] out,
    output reg z_flag,
    output reg c_flag,
    output reg n_flag
);
    reg [8:0] tmp_result;
    always @(*) begin
        tmp_result = 9'b0;
        c_flag = 1'b0;
        z_flag = 1'b0;
        n_flag = 1'b0;
        case (op)
        4'b0000: begin   
             tmp_result = a+b;
             out = tmp_result[7:0];
             c_flag =tmp_result[8];
             case(out)
             0: begin
                z_flag=1;
             end
             endcase
        end
        4'b0001: begin   
            out = a-b;
            c_flag = (a<b);
            case(out)
            0: begin
                z_flag = 1;
            end
            endcase
        end
        4'b0010: begin   
            tmp_result = a+1;
            out = tmp_result[7:0];
            c_flag = tmp_result[8];
        end
        4'b0011: begin  
            out = a-1;
            c_flag = (a<1);
            case(out)
            0: begin
                z_flag = 1;
            end
            endcase
        end
        4'b0100: begin  
            out= a&b;
        end
        4'b0101: begin  
            out= a|b;
        end
        4'b0110: begin  
            out = a^b;
        end
        4'b0111: begin  
            out = ~a;
        end
        4'b1000: begin  
            c_flag = a[7];
            out = a<<1;
        end
        4'b1001: begin  
            c_flag = a[0];
            out = a>>1;
        end
        4'b1010: begin  
            out = {a[6:0], a[7]};
            c_flag = a[7];
        end
        4'b1011:begin  
            out = a;
            z_flag = (a==b);
            c_flag = (a>b);
            n_flag = (a<b);
        end
        4'b1100: begin  
            out= a;
        end
        4'b1101: begin  
            out = 0;
        end
        4'b1110: begin  
        end
        endcase
    end
endmodule
==> flow/run.sh <==
#!/bin/bash
# OpenROAD 26Q1-2900-gdf79404cd8, Yosys 0.63+post, stock flow scripts
make -C /OpenROAD-flow-scripts/flow DESIGN_CONFIG=/design/flow/config.mk WORK_HOME=/design/flow/orfs finish
==> flow/config.mk <==
export PLATFORM = sky130hd
export DESIGN_NAME = alu
export DESIGN_NICKNAME = alu
export VERILOG_FILES = /design/flow/design.v
export SDC_FILE = /design/flow/constraint.sdc
export NUM_CORES = 4
export LEC_CHECK = 1
export CORE_AREA = 10 10 113 113
export DIE_AREA = 0 0 123 123
==> flow/constraint.sdc <==
current_design alu

set clk_period 5.5
set clk_io_pct 0.2

create_clock -name clk0 -period $clk_period

set non_clock_inputs [all_inputs -no_clocks]
set_input_delay [expr $clk_period * $clk_io_pct] -clock clk0 $non_clock_inputs
set_output_delay [expr $clk_period * $clk_io_pct] -clock clk0 [all_outputs]
==> run summary <==
yosys + openroad results -> status completed, Setup violations, final 0, Slew headroom 0.564, register pins left without a clock 8, Area growth, synth to finish 20.7%, Max FO, Critical Path 4, CP endpoint kind output port, ys flop type dlxtn_1, critical hold path startpoint b[7], Overflow after GRT 0, largest net degree at the start of global routing 30, Syn Area/Cell 6.54 sq um, placed standard-cell area 2910 sq um, Pwr per Cell Area 87.1 nW/um^2, gr usage total 0.122, Die Wd 123 microns, post-synthesis register bit count 8, CP Class input port to output port, IO Pins 31, drt pass-1 iters 5, Iteration-0 DRC Markers 221, HP Class input port to output port, Non-Filler Instances 530, I/O Buffers 31, Sequential Power Share 0.020, Req. time, crit path 4.40 ns, endpoints left unconstrained 16, final RePlAce weighted congestion 0.997, row count 37, first-pass GRT wire length 14.8 mm, Psw 0.000149 W, final setup margin 0.239 ns, chip area 15100 sq um, Data arrival, critical path 4.16 ns, Setup TNS 0 ns, antenna violations before repair 0, fraction of layout cells with a size suffix above 1 0.0787, DR WL/cell 18.0 microns, post-DP HPWL 7.38 mm, EDFF count, synth 0, Vias 2887, fin crit share 0.957, FMAX 190 MHz, Lkg Pwr 1.16 nW, distinct lib cells 66, cts-stage hold buffer count 0, Fill cells 1132, most frequent cells in the layout 39 x a21oi_1, 31 x inv_1, 31 x clkdlybuf4s50_1, 30 x nand2_1, 30 x nor2_1, Clk pwr share 0, RSZ-0062 raised after global routing false, cells in synth_stat.txt 369, Setup crit start b[0], antenna viol nets, final 0, # resized after CTS 0, max FFs per register 8, max-slew violation count 0, vias in the first global route 2657, P_int 0.000104 W, smallest hold slack 3.43 ns, tool warning count 50, Post-Route WL 9.52 mm, Slew @ Worst Pin 0.654 ns, ant diodes 0, YS warnings 1, fp util 0.234, Final Hold Viols 0, Tmin final 5.26 ns, design area 2910 sq um, via/cell ratio 5.45, MaxCap Viol Count 0, synthesized area 2410 sq um, dominant logic cell type in the layout a21oi_1, Post-synth ARST share 0, Place WS 0.192 ns, switching fraction of total power 0.588, crit path to z_flag, Remaining DRCs 0, worst vdd ir 31.0 uV, setup bufs post-CTS 0, yosys stat area 2410 sq um, logic gate share of total power 0.980, cell count after synthesis 369, placed insts 530, core area 10300 sq um, Worst setup SP type input port, Die Span Y 123 microns
-- Yosys cell counts, drive strengths merged, types with 3 or more instances --
master,n,share of area
nand2b,5,0.013
o22ai,7,0.018
o211ai,7,0.024
nand4,3,0.0078
xnor2,8,0.029
a221oi,3,0.011
o221ai,3,0.011
o21ai,25,0.052
buf,12,0.026
a22oi,5,0.016
dlxtn,8,0.050
a31oi,4,0.010
nor3b,3,0.0093
o32ai,4,0.015
o21a,3,0.0093
nor2,31,0.051
nand2,30,0.047
a32oi,5,0.018
a211oi,7,0.031
nand3b,3,0.0093
nor4,6,0.016
o32a,3,0.013
and3,3,0.0083
ha,27,0.14
nor3,19,0.041
inv,31,0.048
nor2b,4,0.010
clkbuf,14,0.030
nand3,13,0.027
o21bai,4,0.014
a21oi,39,0.081
-- worst max-delay path, cell delays in order --
cell             delay, ns
clkdlybuf4s50_1       0.45
ha_1                  0.25
fa_1                  0.44
a211oi_4              0.28
o21bai_2              0.11
a211oi_2              0.22
a21oi_1               0.08
or4b_1                0.55
o211ai_2              0.18
clkdlybuf4s50_1       0.49
-- area by class of cell --
cell class	count	area, sq um	share of cell area
multi-input combinational	303	2040	0.701
timing repair buffer	51	460	0.158
tap	136	170	0.0584
sequential	8	120	0.0412
inverter	32	120	0.0412
-- how the worst min path moves through the flow --
stage / cells after the start / to / slack, ns
finish: 7 / n_flag / 3.43
CTS: 7 / n_flag / 3.46
global route: 7 / n_flag / 3.57
-- power groups by stage --
stage / combinational (W) / clock, W / sequential (W)
global route: 0.000271 / 0 / 0.00000523
CTS: 0.000242 / 0 / 0.00000513
finish: 0.000249 / 0 / 0.00000509
-- kinds of logic after synthesis --
| group | after synthesis | synth area share |
|---|---|---|
| adders and majority gates | 29 | 0.157 |
| xor gates and xnor gates | 10 | 0.0363 |
| AOI/OAI and AO/OA | 135 | 0.380 |
| and+or+nand+nor | 127 | 0.263 |
| muxes | 2 | 0.00829 |
| latches | 8 | 0.0498 |
| buffers and inverters | 58 | 0.106 |
-- per-stage QoR --
stage	total power, W	util
2_1_floorplan	0.000167	-
3_3_place_gp	0.000249	0.282
3_5_place_dp	0.000246	0.282
4_1_cts	0.000247	0.282
5_1_grt	0.000276	0.282
6_report	0.000254	0.282
-- metal layers --
metal	vias to the layer above	track usage	part of all wire
li1	1413	-	-
met1	1279	0.175	0.45
met2	171	0.184	0.44
met3	24	0.0194	0.085
met4	0	0.0400	0.031
met5	-	0	0
Power figures rest on the tool's default switching activity, not on a simulated workload.
