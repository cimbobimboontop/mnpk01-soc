**config.mk**
```make
export PLATFORM = sky130hd
export DESIGN_NAME = register_file
export DESIGN_NICKNAME = register_file
export VERILOG_FILES = /design/flow/design.v
export SDC_FILE = /design/flow/constraint.sdc
export NUM_CORES = 4
export LEC_CHECK = 1
export CORE_UTILIZATION = 30
```
**constraint.sdc**
```tcl
current_design register_file

set clk_period 4.4
set clk_io_pct 0.2

create_clock -name clk0 -period $clk_period [get_ports {clk}]

set non_clock_inputs [all_inputs -no_clocks]
set_input_delay [expr $clk_period * $clk_io_pct] -clock clk0 $non_clock_inputs
set_output_delay [expr $clk_period * $clk_io_pct] -clock clk0 [all_outputs]
```
**design.v**
```verilog
module register_file(
    input clk,
    input rst_n,
    input [3:0] addr,
    input high_b,
    input [7:0] d_in,
    input write_en,
    output [7:0] q_out
);
reg [15:0] regfile [15:0];
integer i;
assign q_out = high_b ? regfile[addr][15:8] : regfile[addr][7:0];
always @(posedge clk or negedge rst_n) begin
    if (!rst_n) begin
        for (i = 0; i < 16; i = i + 1)
            regfile[i] <= 16'h0000;
    end else if (write_en) begin
        if (high_b)
            regfile[addr][15:8] <= d_in;
        else
            regfile[addr][7:0] <= d_in;
    end
end
endmodule
```
**run.sh**
```bash
#!/bin/bash
# OpenROAD 26Q1-2900-gdf79404cd8, Yosys 0.63+post, stock flow scripts
make -C /OpenROAD-flow-scripts/flow DESIGN_CONFIG=/design/flow/config.mk WORK_HOME=/design/flow/orfs finish
```
==> summary.txt <==
impl run done, here's what came out: crit path max fanout about 43, type of the tightest min-delay check primary input to async pin, die height 206 um, number of violations reported at the end of detailed-routing iteration 0 between 400 and 500, die span in x approximately 210 um, total routed wirelength roughly 32000 um, buffers inserted during post-CTS setup optimization 0, cell area power density between 400 and 500 nW/um^2, proportion of synthesized area in mux cells 23.9%, library cell contributing the largest single delay on the critical path sky130_fd_sc_hd__clkdlybuf4s50_1, total CTS buffers 28, slew of the pin with the lowest slew margin just over 0.9 ns, Tmin final 4.11 ns, share of synthesized registers carrying an async set or reset 100%, placed inst area between 10000 and 15000 um^2, worst setup path category primary input to output port, combined global-route utilization of all metal layers between 10% and 20%, latest clock arrival within the worst-skew pair about 0.53 ns, buffer levels on the longest clock path 3, Post-Synthesis Mean Instance Area between 10 and 15 um^2, effective utilization at floorplan between 30% and 40%, worst stage delay on the critical path 0.55 ns, pins over their slew limit 0, worst clock skew 0 ns, initial antenna violation count 0, number of rows created at floorplan between 70 and 80, Max IR drop VDD roughly 350 uV, quantity of hold-fixing buffers added after cts 0, Fmax ~240 MHz, sort of element at the start of the critical path primary input, unrepaired setup endpoints after global routing no, R2R setup slack around 3.6 ns, simple-gate area share of the yosys netlist ~11%, deepest level of the CTS H-tree 1, count of final setup violators 0, maximum number of pins on one net before global-route repair approximately 130, synthesis-to-layout area growth 14.4%, static leakage power ~6.2 nW, number of vias in the routed layout between 8000 and 9000, register containing the most flip-flops in the final layout regfile, GRT Residual Overflow 0, via count of the first global-routing pass approximately 8300, mapped cell area between 10000 and 15000 um^2, Dominant combinational family multiplexers, number of cell instances after yosys synthesis approximately 970, total cell area reported by yosys after synthesis around 12000 um^2, leading registers by flop count regfile (256), area of the die between 40000 and 50000 um^2, remaining design rule violation count 0, number of clock sinks ~260, slew margin rel. a little under two fifths, final period utilization 93.4%, synthesis warning total 2, total number of warnings across the stage logs 27, flip-flops with a built-in enable 0, routability congestion estimate roughly 0.89, first-pass GRT wire length approximately 50000 um, number of optimization iterations in the first detailed-route pass 4, arrival time at the worst endpoint between 3 and 4 ns, fraction of final layout cells sized beyond drive strength 1 38.2%, main flop type sky130_fd_sc_hd__dfrtp_1, Seq cells post-synth roughly 260, IO Pins 24, clock tree from TritonCTS yes, Critical Path End Type output port, count of input and output buffers 23, ordered list of cells on the worst path buf_4, buf_6, nand2b_1, o2bb2ai_1, o22ai_1, nor4_1, o32ai_1, clkdlybuf4s50_1, post-route cell area approximately 14000 um^2, routed wire length per instance ~21 um, share of synthesized cell area in full adder, half adder and majority cells 0%, instance tally after logic synthesis between 900 and 1000, Core Box Area about 41000 um^2, aoi/oai-family share of the synthesized area under 10%, Cell Type Count just over 60, clock transition at the register clock pins on the worst setup and hold paths after CTS 0.06 ns, number of vias per cell roughly 5.3, Final Hold Violation Tally 0, result of the run finished clean, synthesized-area fraction occupied by xor and xnor cells 0%, antenna-violating nets left 0, Sum Neg Setup Slack 0 ns, sequential share of the synthesized area about half, maximum capacitance violations 0, antenna cell count 0, critical path required time roughly 3.5 ns, post-detailed-placement half-perimeter wirelength roughly 21000 um, clock tree root driver cell sky130_fd_sc_hd__clkbuf_16, Largest register FFs 256
-- layer usage --
metal	part of all wire [%]	track usage, %	up-vias
met5	0	0	-
met4	2.7	3.81	0
met3	6.5	4.51	57
met2	46	24.9	192
met1	45	23.8	4199
li1	-	-	3618
-- Yosys cell counts, types with 10 or more instances --
cell | number | share of area (%)
sky130_fd_sc_hd__o2111ai_1 | 12 | 0.84
sky130_fd_sc_hd__a21o_1 | 12 | 0.72
sky130_fd_sc_hd__inv_1 | 10 | 0.30
sky130_fd_sc_hd__o21ai_0 | 23 | 0.92
sky130_fd_sc_hd__o22ai_1 | 10 | 0.50
sky130_fd_sc_hd__mux2_2 | 244 | 22
sky130_fd_sc_hd__nand3b_1 | 27 | 1.6
sky130_fd_sc_hd__buf_4 | 18 | 1.1
sky130_fd_sc_hd__clkbuf_1 | 35 | 1.1
sky130_fd_sc_hd__nor3b_1 | 14 | 0.84
sky130_fd_sc_hd__buf_2 | 26 | 1.0
sky130_fd_sc_hd__nor2_4 | 12 | 1.1
sky130_fd_sc_hd__a22oi_1 | 48 | 2.9
sky130_fd_sc_hd__dfrtp_1 | 256 | 51
sky130_fd_sc_hd__mux2_1 | 17 | 1.5
sky130_fd_sc_hd__nand2_1 | 30 | 0.90
sky130_fd_sc_hd__nor2_1 | 15 | 0.45
sky130_fd_sc_hd__and3_1 | 13 | 0.65
sky130_fd_sc_hd__nor2b_1 | 17 | 0.85
-- where the power goes --
part           switching (mW)  internal [mW]  total (mW)  leakage (nW)
sequential              0.224           2.81        3.03          3.28
combinational           0.451          0.519       0.969          2.45
clock                   0.957           1.48        2.44         0.479
total                    1.63           4.81        6.44          6.20
-- area by class of cell --
class	count	area (um^2)
multi-input cells	619	5600
inverters	10	37.5
fillers	3975	26600
well taps	532	666
repair buffers	69	604
clock inverters	15	189
flip-flops and latches	256	6410
clock buffers	35	778
-- stage by stage --
step / utilization, % / setup WS, ns / std cells / hold slack (ns) / power (mW)
finish: 34.9 / 0.290 / 1536 / 0.274 / 6.44
global placement: 32.5 / 0.161 / 1486 / 0.470 / 4.02
CTS: 34.9 / 0.153 / 1536 / 0.279 / 6.50
detailed placement: 32.5 / 0.167 / 1486 / 0.478 / 4.04
global route: 34.9 / 0.108 / 1536 / 0.296 / 6.73
floorplan: - / 1.48 / 968 / 0.458 / 3.69
-- cells in the final DEF, fill, tap and decap left out, types with 8 or more instances in the layout --
cell	instances
sky130_fd_sc_hd__dfrtp_1	256
sky130_fd_sc_hd__mux2_2	244
sky130_fd_sc_hd__a22oi_1	48
sky130_fd_sc_hd__buf_4	43
sky130_fd_sc_hd__nand2_1	30
sky130_fd_sc_hd__clkbuf_16	29
sky130_fd_sc_hd__nand3b_1	27
sky130_fd_sc_hd__o21ai_0	23
sky130_fd_sc_hd__clkdlybuf4s50_1	18
sky130_fd_sc_hd__mux2_1	17
sky130_fd_sc_hd__nor2b_1	16
sky130_fd_sc_hd__nor2_1	15
sky130_fd_sc_hd__nor3b_1	14
sky130_fd_sc_hd__and3_1	13
sky130_fd_sc_hd__nor2_4	12
sky130_fd_sc_hd__a21o_1	12
sky130_fd_sc_hd__o2111ai_1	12
sky130_fd_sc_hd__inv_1	10
sky130_fd_sc_hd__o22ai_1	10
sky130_fd_sc_hd__a22o_1	9
sky130_fd_sc_hd__nand2_4	9
sky130_fd_sc_hd__o221ai_1	8
sky130_fd_sc_hd__o2bb2ai_1	8
-- kinds of logic after synthesis --
group | after synthesis
muxes | 266
DFF | 256
and+or+nand+nor | 188
AOI/OAI and AO/OA | 165
buffers and inverters | 93
-- path summary, 6_finish.rpt --
check	from	endpoint	depth (start not counted)
max	addr[3]	q_out[5]	8
min	rst_n	regfile[6][9]	1
max reg2reg	regfile[3][13]	regfile[3][13]	1
min reg2reg	regfile[7][13]	regfile[7][13]	1
max in group asynchronous	rst_n	regfile[8][8]	2
min in group clk0	regfile[7][13]	regfile[7][13]	1
-- worst max-delay path, delay by kind of cell --
kind / cells / cell delay [ns]
buffers and inverters: 3 / 1.21
AND-OR/OR-AND: 3 / 0.75
AND/OR/NAND/NOR: 2 / 0.37
-- what timing repair did --
action,4_1_cts,5_1_grt
resized,0,1
hold endpoints to repair,0,0
endpoints found under the setup margin,0,1
No activity file was given, so power comes from the tool's default toggle rates.
